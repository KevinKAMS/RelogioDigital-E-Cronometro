File: flow/design.v
module relogioClock(
					input clk, 
					output reg [6:0]mili,
					output reg [5:0]second, minute,
					output reg [4:0]hour
					);
	reg [6:0]next_mili;
	reg [5:0]next_second;
	reg [5:0]next_minute;
	reg [4:0]next_hour;
	always@(posedge clk) begin
		mili <= next_mili;
		second <= next_second;
		minute <= next_minute;
		hour <= next_hour;
		end
	always@(*) begin
		next_mili = mili + 1;
		next_second = second;
		next_minute = minute;
		next_hour = hour;
		if(next_mili == 100) begin
		next_mili = 0;
		next_second = second + 1;
		end
		if(next_second == 60) begin
		next_second = 0;
		next_minute = minute + 1;
		end
		if(next_minute == 60) begin
		next_minute = 0;
		next_hour = hour + 1;
		end
		if(next_hour == 24) begin
		next_hour = 0;
		end
	end
endmodule
File: flow/run.sh
#!/bin/bash
# OpenROAD 26Q1-2900-gdf79404cd8, Yosys 0.63+post, stock flow scripts
make -C /OpenROAD-flow-scripts/flow DESIGN_CONFIG=/design/flow/config.mk WORK_HOME=/design/flow/orfs finish
File: flow/config.mk
export PLATFORM = sky130hd
export DESIGN_NAME = relogioClock
export DESIGN_NICKNAME = relogioClock
export VERILOG_FILES = /design/flow/design.v
export SDC_FILE = /design/flow/constraint.sdc
export NUM_CORES = 4
export LEC_CHECK = 1
export CORE_AREA = 10 10 84 84
export DIE_AREA = 0 0 94 94
File: flow/constraint.sdc
current_design relogioClock

set clk_period 4.9
set clk_io_pct 0.2

create_clock -name clk0 -period $clk_period [get_ports {clk}]

set non_clock_inputs [all_inputs -no_clocks]
set_input_delay [expr $clk_period * $clk_io_pct] -clock clk0 $non_clock_inputs
set_output_delay [expr $clk_period * $clk_io_pct] -clock clk0 [all_outputs]
==> impl_metrics.toml <==
# generated from flow reports
[outcome]
status = "completed"

[worst_setup_path]
criticalPathCategory = "reg2reg"
end_kind = "flip-flop"
cp_max_fo = 11
cp_data_required_time_ps = 5050
rrSetupSlack_ps = 1470
start_kind = "flip-flop"
critPathArrivalTime_ps = 3580

[logic_synthesis]
synth_cell_types = 44
yosysCellCount = 156
syn_area_sq_mm = 0.00138
synthTopCellsByCount = "24 x dfxtp_1, 20 x nor2_1, 14 x nand2_1"
enable_flop_cells = 0
synth_dominant_cell_count = "dfxtp_1"
yosys_warnings = 1
top_cells_by_area = "dfxtp_1 35%, xnor2_1 7.0%, nor2_1 5.4%"
ys_seq_frac = 0.348
ys_area_sq_mm = 0.00138
synth_cells = 156
synth.avg_cell_area_sq_um = 8.85
async_flop_share = 0
top_area_frac = 0.348
flop_cell = "dfxtp_1"
synth.largest_area_cell = "dfxtp_1"
numSynthFlops = 24

[sta]
slew_viol_final = 0
finalCritPeriodShare = 0.701
final-setup-viol-count = 0
hold_viol = 0
worst_slew_pin_slew_ps = 770
relSlewSlack = 0.485
fmax_ghz = 0.291
grt_setup_unrepaired = "false"
tns_ps = 0
min_period_ps = 3430
fin_skew_ps = 2.05
worst_slack_ps = 1470

[die]
die_height_um = 94
num_io_pins = 25
core_area_sq_mm = 0.00520
num_rows = 26
fp_util = 0.265
die-area_sq_mm = 0.00884
die_w_um = 94

[drt]
antenna_violating_nets_post_route = 0
wl_mm = 2.97
antennaDiodeCount = 0
first_pass_iters = 4
via_count = 1176
via_per_inst = 4.72
drc_errors = 0
drt_iter0_drc = 106
routedWlPerCell_um = 11.9

[clock_tree]
path_clk_slew_ps = 80
ctsHoldBuffers = 0
tritoncts = "done"
clk_path_buf_depth = 2
root_buffer = "clkbuf_8"
cts_setup_buffers = 0
clock_sinks = 24
htreeDepth = 1
clk_latency_ps = 260
cts_buffers = 3
cts_resized = 0

[pwr]
p_leak_nw = 0.595
total_power_uw = 329
irDropWorstVdd_v = 0.000122
internal_power_uw = 266
p_switching_uw = 62.5
pwr_density_cell_mw_per_mm2 = 190
pwr-share-comb = 0
sequentialPowerShare = 0.592
switching_share = 0.190
power.share.clock = 0.408

[grt]
grt_remaining_overflow = 0
grt_pass1_wl_mm = 4.93
grt_max_degree = 14
grt_pass1_vias = 1069
grt_util_all_layers = 0.0660
antenna_found_initial = 0

[run]
max-cap-violations = 0
warnings = 25

[min_path]
min_path_type = "reg2reg"

[placed_design]
place_ws_ps = 1530
portBuffers = 24
dpl.hpwl_mm = 2.20
placed_area_sq_mm = 0.00167
gp_congestion = 0.838

[final_layout]
drive_gt1_frac = 0.0726
area_delta_synth_final_pct = 25.2
final_area_sq_mm = 0.00173
## cell usage in the layout (no fill, tap or decap), types with 2 or more instances in the layout
cell type        synthesis  layout
nor4bb_1                 2       2
inv_1                    3       3
clkbuf_8                 0       4
nand3_1                  9       9
a31oi_1                  4       4
nand2_1                 14      14
nor2_1                  20      20
or4_1                    2       2
nor2b_1                  3       3
o21ai_0                  2       2
nor4_1                   2       2
or4b_1                   2       2
xor2_1                   7       7
ha_1                     4       4
clkdlybuf4s50_1          0      24
nand4_1                  4       4
dfxtp_1                 24      24
mux2i_1                  2       2
o211ai_1                 3       3
o311ai_1                 2       2
xnor2_1                 11      11
nor3b_1                  2       2
nor3_1                   2       2
a21oi_1                  5       5
nand2b_1                 4       4
## critical path: stages (launching register included)
cell and delay, ps:
dfxtp_1 390, ha_1 300, nand4bb_1 310, o311ai_1 530
o211ai_1 280, a311oi_1 360, o311ai_1 170, nor2_1 620
mux2i_1 260, a31oi_1 90
## state kept, by name, indices dropped and copies added (netlist names)
register  count
second        6
mili          7
hour          5
minute        6
## worst paths after layout
check | startpoint | end | cells past startpoint
setup / recovery | mili[0] | hour[3] | 9
hold / removal | mili[0] | mili[0] | 1
setup reg to reg | mili[0] | hour[3] | 9
hold reg to reg | mili[0] | mili[0] | 1
## area by class of cell
class	instances	area [sq um]
fillers	565	3480
multi-input cells	124	853
flip-flops and latches	24	480
repair buffers	24	240
well taps	70	87.6
clock buffers	4	55.1
inverters	3	11.3
## power by group through the flow
| stage | sequential (mW) | combinational (mW) | clock [mW] |
|---|---|---|---|
| 4_1_cts | 0.195 | 0.000000373 | 0.141 |
| 5_1_grt | 0.195 | 0.000000373 | 0.147 |
| 6_report | 0.195 | 0.000000373 | 0.134 |
## per-layer routing
metal / up-vias / global-route usage / part of all wire
li1: 616 / - / -
met1: 527 / 0.0948 / 0.49
met2: 31 / 0.0968 / 0.41
met3: 2 / 0.0234 / 0.089
met4: 0 / 0.00506 / 0.0057
met5: - / 0 / 0
## stage by stage
| step | instances | utilization | hold WS (ps) |
|---|---|---|---|
| floorplan | 156 | - | 426 |
| global placement | 245 | 0.321 | 455 |
| detailed placement | 245 | 0.321 | 458 |
| CTS | 249 | 0.332 | 483 |
| global route | 249 | 0.332 | 527 |
| finish | 249 | 0.332 | 478 |
## cell families (layout without fill, tap and decap cells)
group / count (synthesis) / after routing / synth area share
AND-OR/OR-AND: 23 / 23 / 0.129
XOR/XNOR: 18 / 18 / 0.114
adder cells (fa/ha/maj): 4 / 4 / 0.0363
buffers and inverters: 8 / 31 / 0.0335
flip-flops: 24 / 24 / 0.348
multiplexers: 4 / 4 / 0.0335
AND/OR/NAND/NOR: 75 / 75 / 0.306
Power figures rest on the tool's default switching activity, not on a simulated workload.
