$ cat config.mk
export PLATFORM = sky130hd
export DESIGN_NAME = count
export DESIGN_NICKNAME = count
export VERILOG_FILES = /design/flow/design.v
export SDC_FILE = /design/flow/constraint.sdc
export NUM_CORES = 4
export LEC_CHECK = 1
export CORE_AREA = 10 10 70 70
export DIE_AREA = 0 0 80 80
$ cat constraint.sdc
current_design count

set clk_period 1.6
set clk_io_pct 0.2

create_clock -name clk0 -period $clk_period [get_ports {clk}]

set non_clock_inputs [all_inputs -no_clocks]
set_input_delay [expr $clk_period * $clk_io_pct] -clock clk0 $non_clock_inputs
set_output_delay [expr $clk_period * $clk_io_pct] -clock clk0 [all_outputs]
$ cat design.v
module count(clk, rst, val);
	input clk, rst;
	output [7:0] val;
	reg [7:0] val;
	always@(posedge clk or negedge rst)
		begin
		if (!rst) val <= 0;
		else val <= val + 1;
		end
endmodule
$ cat run.sh
#!/bin/bash
# OpenROAD 26Q1-2900-gdf79404cd8, Yosys 0.63+post, stock flow scripts
make -C /OpenROAD-flow-scripts/flow DESIGN_CONFIG=/design/flow/config.mk WORK_HOME=/design/flow/orfs finish
==> results.sh <==
# implementation run metrics
export IMPL_power_leakage_nw=0.197
export IMPL_required_ns=1.28
export IMPL_antenna_found_initial=0
export IMPL_cts_buffers=3
export IMPL_routed_wl_um=731
export IMPL_status="complete, no violations"
export IMPL_ys_seq_share=0.632
export IMPL_yosysUniqueCellTypes=11
export IMPL_clock_sinks=8
export IMPL_grt_max_degree=9
export IMPL_grt_pass1_wl_mm=1.22
export IMPL_fin_crit_sh=0.955
export IMPL_slew_violations=0
export IMPL_rsz0062_at_grt="false"
export IMPL_area_growth_pct=53.8
export IMPL_via_count=209
export IMPL_final_antenna_net_count=0
export IMPL_worstSkewPairLatency_ns=0.25
export IMPL_min_period_ns=1.53
export IMPL_slew_headroom=0.746
export IMPL_largest_register="val"
export IMPL_placed_area_sq_um=464
export IMPL_n_antenna_cell=0
export IMPL_synth_area_sq_um=317
export IMPL_regArea_sq_um=200
export IMPL_drc_errors=0
export IMPL_switching_share=0.195
export IMPL_core_sq_mm=0.00342
export IMPL_rows=21
export IMPL_cts_htree_levels=1
export IMPL_final_common_cell="clkdlybuf4s50_1"
export IMPL_wl_per_cell_um=8.91
export IMPL_via_per_inst=2.55
export IMPL_clk_pin_slew_ns=0.05
export IMPL_p_clk_frac=0.422
export IMPL_critPathLaunch="val[3]"
export IMPL_fin_cells=82
export IMPL_max_freq_mhz=654
export IMPL_power_density_mw_per_mm2=741
export IMPL_avgSynthCellArea_sq_um=13.2
export IMPL_cts_resized=0
export IMPL_drv_cap=0
export IMPL_vdd_drop_max_v=0.000344
export IMPL_drtIter0Drc=7
export IMPL_finalSetupTns_ns=0
export IMPL_critical_path_top_delay_family="buffers and inverters"
export IMPL_start_kind="register"
export IMPL_gr_total_overflow=0
export IMPL_critical_path_arrival_ns=1.21
export IMPL_slowest_delay_ns=0.52
export IMPL_post_cts_setup_buffers=0
export IMPL_reg2reg_from="val[2]"
export IMPL_fin_area_sq_um=487
export IMPL_first_pass_iters=2
export IMPL_cts_hold_fix_buffers=0
export IMPL_largest_reg_flops=8
export IMPL_clock_tree_root_cell="clkbuf_4"
export IMPL_synthCells=24
export IMPL_mostFrequentLayoutCells="9 x clkdlybuf4s50_1, 8 x dfrtp_1, 3 x xor2_1, 3 x xnor2_1, 3 x clkbuf_4"
export IMPL_ys_warn_count=1
export IMPL_combPwrFrac=0.017
export IMPL_die_w_um=80
export IMPL_yosysCellCount=24
export IMPL_power_frac_seq=0.561
export IMPL_cp_num_buf_inv=1
export IMPL_drive_gt1_frac=0.139
export IMPL_gp_congestion=0.681
export IMPL_critical_path_class="register to output pin"
export IMPL_hold_viol=0
export IMPL_intPower_uw=290
export IMPL_die_h_um=80
export IMPL_die_area_sq_mm=0.00640
export IMPL_tool_warnings=25
export IMPL_tritoncts="yes"
export IMPL_dp_cells=79
export IMPL_skew_ns=0.00148
export IMPL_hold_path_class="primary input to asynchronous set/reset pin"
export IMPL_numSynthFlops=8
export IMPL_place_hpwl_um=587
export IMPL_first_global_vias=246
export IMPL_grtUsageTotal=0.0259
export IMPL_p_switching_uw=70.4
export IMPL_crit_chain="clkdlybuf4s50_1"
export IMPL_initCoreUtil=0.0927
export IMPL_top_regs="val: 8 flops"
export IMPL_worstPathMaxFanout=5
export IMPL_crit_slowest_cell="clkdlybuf4s50_1"
export IMPL_tightest_slew_ns=0.380
export IMPL_cp_end_kind="output pin"
export IMPL_clock_path_buffers=2
export IMPL_setup_violations=0
export IMPL_io_pins=10
export IMPL_synth_chip_area_sq_um=317
export IMPL_io_buffers=9
export IMPL_fill_cells=392
export IMPL_combGateArea_sq_um=113
synth_stat cells:
library cell	count	area share
inv_1	1	0.012
nor2_1	1	0.012
nand3_2	1	0.032
xnor2_1	3	0.083
nor3_2	1	0.032
nand2_1	2	0.024
xor2_1	3	0.083
ha_1	1	0.040
dfrtp_1	8	0.63
nand3_1	2	0.032
and3_1	1	0.020
layer usage:
layer / vias up / wire (um) / global-route usage
met4: 0 / 0 / 0.00176
li1: 101 / - / -
met2: 11 / 194 / 0.0257
met1: 97 / 438 / 0.0378
met3: 0 / 98 / 0.0250
met5: - / 0 / 0
kinds of logic after synthesis:
group         Yosys count  synth area share
fa+ha+maj               1            0.0395
xor+xnor                6             0.166
buf+inv                 1            0.0118
flops                   8             0.632
simple gates            8             0.150
path summary, 6_finish.rpt:
| kind | end | slack [ns] | depth (start not counted) |
|---|---|---|---|
| max | val[3] | 0.07 | 1 |
| min | val[3] | 0.35 | 1 |
| max reg2reg | val[7] | 0.59 | 3 |
| min reg2reg | val[7] | 0.46 | 1 |
| max in group asynchronous | val[6] | 0.98 | 1 |
| min in group clk0 | val[7] | 0.46 | 1 |
power groups by stage:
stage	clock network (mW)	logic [mW]	registers [mW]
after CTS	0.160	0.00629	0.202
after global routing	0.176	0.00689	0.202
final	0.152	0.00611	0.203
per-stage QoR:
step	hold slack (ns)	utilization	setup slack, ns	total power [mW]
2_1_floorplan	0.0244	-	0.694	0.206
3_3_place_gp	0.464	0.136	0.362	0.212
3_5_place_dp	0.461	0.136	0.356	0.212
4_1_cts	0.351	0.142	0.0713	0.369
5_1_grt	0.356	0.142	0.0164	0.385
6_report	0.354	0.142	0.0717	0.361
cell type report:
type / instances / share of cell area
Clock buffer: 3 / 0.0463
Multi-Input combinational cell: 15 / 0.231
Inverter: 1 / 0.00771
Sequential cell: 8 / 0.411
Timing Repair Buffer: 9 / 0.185
Tap cell: 46 / 0.118
Power is estimated from default activity; no workload was simulated.
